==> ./config.mk <==
export PLATFORM = sky130hd
export DESIGN_NAME = LIFO
export DESIGN_NICKNAME = LIFO
export VERILOG_FILES = /design/flow/design.v
export SDC_FILE = /design/flow/constraint.sdc
export NUM_CORES = 4
export LEC_CHECK = 1
export CORE_UTILIZATION = 50
==> ./constraint.sdc <==
current_design LIFO

set clk_period 3.8
set clk_io_pct 0.2

create_clock -name clk0 -period $clk_period [get_ports {clk}]

set non_clock_inputs [all_inputs -no_clocks]
set_input_delay [expr $clk_period * $clk_io_pct] -clock clk0 $non_clock_inputs
set_output_delay [expr $clk_period * $clk_io_pct] -clock clk0 [all_outputs]
==> ./design.v <==
module LIFO(output reg [7:0] dout,
            output reg full,
            output reg empty,
            input clk,
            input clr,
            input [7:0] din,
            input push,
            input pop
            );
    reg [7:0] stack [0:7];
    reg [3:0] addr;
    always @(posedge clk) begin
        if(clr) begin
            dout <= 8'h0;
            addr <= 4'h0;
            full <= 1'b0;
            empty <= 1'b1;
        end
        else begin
            case ({pop, push})
                2'b01:  begin
                        if (! full) begin
                            if(addr < 4'h8) begin
                                stack[addr] <= din;
                                addr <= addr + 1'b1;
                                empty <= 1'b0;
                            end
                            else begin
                                full <= 1'b1;
                            end
                        end
                    end
                2'b10:  begin
                        if(!empty) begin
                            if(addr > 4'h0) begin
                                dout <= stack[addr-1];
                                addr <= addr - 1'h1;
                                full <= 1'b0;
                            end
                            else begin 
                                empty <= 1'b1;
                                dout <= 8'h0;
                            end
                        end
                    end
                default: ;
            endcase
        end
    end
endmodule
==> ./run.sh <==
#!/bin/bash
# OpenROAD 26Q1-2900-gdf79404cd8, Yosys 0.63+post, stock flow scripts
make -C /OpenROAD-flow-scripts/flow DESIGN_CONFIG=/design/flow/config.mk WORK_HOME=/design/flow/orfs finish
==> impl_metrics.csv <==
group,metric,value,unit
drt,via_per_inst,5.63,
worst_setup_path,crit_chain,"clkdlybuf4s50_1 -> nor4b_4 -> nand3_1 -> nor2_1",
floorplanning,num_io_pins,22,
sta,clock_skew,0.00709,ns
drt,wl,5730,um
worst_setup_path,path_class,"in2reg",
job,drv_cap,0,
clock_tree,clk_latency,0.33,ns
cells_and_area,nFillCells,433,
synth,edf_count,64,
clock_tree,cts_setup_buffers,0,
clock_tree,numCtsBuffers,9,
worst_hold_path,hold_class,"reg2reg",
drt,wire_per_inst,19.5,um
drt,antenna_left,0,
clock_tree,clkTransAtPathRegs,0.08,ns
sta,min_period,2.66,ns
sta,finalSetupTns,0,ns
pwr,power,0.00171,W
pwr,vdd_drop_max,283,uV
global_routing,grtUsageMet1,31.9,%
sta,rsz0062_at_grt,"no",
clock_tree,cts_sinks,78,
job,warning_count,25,
sta,fin_crit_sh,70.0,%
global_routing,grt_pass1_vias,1798,
drt,drcViolationCount,0,
worst_setup_path,reg2reg_slack,1.44,ns
worst_hold_path,hold_start,"dout[4]$_SDFFE_PP0P_",
global_routing,grt_max_degree,22,
floorplanning,core-area,5960,sq um
clock_tree,ctsResizeCount,0,
synth,synth-seq-cells,78,
global_routing,top_usage_layer,"met2",
clock_tree,cts_tree,"done",
sta,slew_headroom,43.2,%
placement,portBuffers,21,
cells_and_area,syn_to_final_growth,15.6,%
sta,fmax,376,MHz
worst_setup_path,worstSetupEndpointType,"flop",
global_routing,use_met3,9.24,%
global_routing,grt_use_total,21.6,%
synth,synth_area,3120,sq um
synth,ys_seq_share,70.6,%
synth,synth_warnings,1,
global_routing,use_met2,33.6,%
synth,synth-main-ff-cell,"edfxtp_1",
drt,insertedDiodeCount,0,
drt,via_count,1655,
sta,hold_viol,0,
drt,dr.pass1.iters,4,
placement,hpwl,3820,um
synth,avgSynthCellArea,16.8,sq um
global_routing,overflow,0,
floorplanning,fp_util,52.4,%
clock_tree,cts_root_buf,"clkbuf_8",
clock_tree,cts_max_level,3,
clock_tree,hold_buffers,0,
floorplanning,die_y,81.0,um
cells_and_area,layout_top_cell,"edfxtp_1",
synth,synth_stat.cells,186,
outcome,status,"finished, final reports clean",
worst_setup_path,cp_max_fo,8,
worst_setup_path,cp_slowest_cell,"nor2_1",
worst_setup_path,r2r-end,"dout[2]$_SDFFE_PP0P_",
pwr,p_leak,1.20,nW
floorplanning,rows,28,
sta,worst_pin_slew,0.848,ns
pwr,pwr_density_cell,473,nW/um^2
synth,ys_types,31,
clock_tree,clockBufferDepth,2,
placement,place_congestion,0.808,
cells_and_area,final_cell_mix,"edfxtp_1 (64), clkdlybuf4s50_1 (21), nand2b_1 (16), mux4_2 (15)",
global_routing,grt_pass1_wl,9130,um
worst_setup_path,critical_path_required,3.76,ns
worst_setup_path,start_kind,"primary input",
cells_and_area,drive_gt1_share,16.4,%
synth,synth_chip_area,3120,sq um
worst_setup_path,startpoint,"push",
worst_setup_path,max_stage_delay,0.71,ns
worst_setup_path,r2r_start,"addr[0]$_SDFFE_PP0P_",
synth,ys_async_sr_fraction,0,%
floorplanning,chipArea,6560,sq um
sta,finalMaxSlewViolations,0,
worst_setup_path,reg2regPathDepth,6,
worst_setup_path,crit_end,"stack[5][3]$_DFFE_PP_",
drt,drtIter0Drc,76,
sta,finalSetupViolCount,0,
global_routing,antenna_found_initial,0,
worst_setup_path,cp.arrival,2.62,ns
floorplanning,dieWidth,81.0,um
synth,syn_inst,186,
worst min path at each step:
stage | end | slack [ns] | cells past startpoint
CTS | dout[4]$_SDFFE_PP0P_ | 0.46 | 2
global route | dout[3]$_SDFFE_PP0P_ | 0.50 | 2
finish | dout[4]$_SDFFE_PP0P_ | 0.45 | 2
stage by stage:
step                util (%)  instances  hold slack [ns]  setup slack (ns)  area [sq um]
finish                  60.5        294            0.455              1.14          3610
global route            60.5        294            0.497              1.05          3610
CTS                     60.5        294            0.457              1.20          3610
detailed placement      57.2        278            0.439             0.846          3410
global placement        57.2        278            0.434             0.943          3410
floorplan                  -        186            0.402              1.54          3120
registers in the layout, indices dropped and copies added, names as in the netlist:
signal / cells
full: 1
dout: 8
stack: 64
empty: 1
addr: 4
cell families after synthesis:
logic type	Yosys count	synth area share (%)
fa+ha+maj	2	0.802
mux	20	12.4
buf+inv	11	1.72
compound gates	10	2.33
flops	78	70.6
xor+xnor	4	1.12
simple gates	61	11.0
layer usage:
layer	share of wire, %	vias up
li1	-	768
met1	39	815
met2	51	66
met3	8.1	6
met4	1.7	0
met5	0	-
worst max-delay path, delay by kind of cell:
kind	cells	cell delay [ns]
AND/OR/NAND/NOR	3	1.28
buffers and inverters	1	0.57
cell usage after synthesis (all sizes together) (3+ instances only):
| master | instances | area share, % |
|---|---|---|
| nand2b | 16 | 3.2 |
| mux4 | 15 | 11 |
| nor3 | 3 | 0.48 |
| o21ai | 3 | 0.48 |
| mux2i | 5 | 1.6 |
| nor2 | 14 | 1.7 |
| xnor2 | 3 | 0.84 |
| nand2 | 9 | 1.1 |
| a21oi | 3 | 0.84 |
| nand3 | 9 | 1.4 |
| inv | 4 | 0.48 |
| dfxtp | 14 | 9.0 |
| edfxtp | 64 | 62 |
| buf | 6 | 1.1 |
final cells by class:
class / count / area (sq um) / area share [%]
clock buffer: 10 / 138 / 3.82
inverter: 4 / 15.0 / 0.416
timing repair buffer: 24 / 233 / 6.45
multi-input combinational: 97 / 863 / 23.9
sequential: 78 / 2200 / 61.1
clock inverter: 6 / 61.3 / 1.70
tap: 75 / 93.8 / 2.60
report_power, final:
group          total [W]  internal [W]  switching, W
Sequential      0.000943      0.000934    0.00000868
Clock           0.000603      0.000319      0.000284
Combinational   0.000160     0.0000774     0.0000825
Total            0.00171       0.00133      0.000375
Power figures rest on the tool's default switching activity, not on a simulated workload.
