$ cat flow/run.sh
#!/bin/bash
# OpenROAD 26Q1-2900-gdf79404cd8, Yosys 0.63+post, stock flow scripts
make -C /OpenROAD-flow-scripts/flow DESIGN_CONFIG=/design/flow/config.mk WORK_HOME=/design/flow/orfs finish
$ cat flow/config.mk
export PLATFORM = sky130hd
export DESIGN_NAME = DualPortRAM
export DESIGN_NICKNAME = DualPortRAM
export VERILOG_FILES = /design/flow/design.v
export SDC_FILE = /design/flow/constraint.sdc
export NUM_CORES = 4
export LEC_CHECK = 1
export CORE_UTILIZATION = 30
$ cat flow/constraint.sdc
current_design DualPortRAM

set clk_period 12.7
set clk_io_pct 0.2

create_clock -name clk0 -period $clk_period [get_ports {clk}]

set non_clock_inputs [all_inputs -no_clocks]
set_input_delay [expr $clk_period * $clk_io_pct] -clock clk0 $non_clock_inputs
set_output_delay [expr $clk_period * $clk_io_pct] -clock clk0 [all_outputs]
$ cat flow/design.v
module DualPortRAM #( parameter DATA_WIDTH = 8, ADDR_WIDTH = 8)(
        output [DATA_WIDTH-1:0] dout0,
        input [ADDR_WIDTH-1:0] address0,
        input [DATA_WIDTH-1:0] din0,
        input cs0,
        input we0,
        input oe0,
        output [DATA_WIDTH-1:0] dout1,
        input [ADDR_WIDTH-1:0] address1,
        input [DATA_WIDTH-1:0] din1,
        input cs1,
        input we1,
        input oe1,
        input clk
);
    parameter RAM_DEPTH = 1 << ADDR_WIDTH;
    reg [DATA_WIDTH-1:0] mem [0:RAM_DEPTH-1];
    reg [DATA_WIDTH-1:0] data0;
    reg [DATA_WIDTH-1:0] data1;
    always @(posedge clk) begin : MEM_WRITE
        if (cs0 && we0) begin
            mem[address0] <= din0;
        end
        else if( cs1 && we1) begin
            mem[address1] <= din1;
        end
    end
    wire we = we0 | we1;
    assign dout0 = (cs0 && oe0 && !we) ? data0 : 8'bz;
    assign dout1 = (cs1 && oe1 && !we) ? data1 : 8'bz;
    always @(posedge clk) begin: MEM_READ_0
        if( cs0 && oe0 && !we) begin
            data0 <= mem[address0];
        end
        else begin
            data0 <= 8'b0;
        end
    end
    always @(posedge clk) begin: MEM_READ_1
        if( cs1 && oe1 && !we) begin
            data1 <= mem[address1];
        end
        else begin
            data1 <= 8'b0;
        end
    end
endmodule
==> run summary <==
Tool warnings -> 35
WL/cell -> 36.4 microns
Worst setup SP type -> input port
Share of post-route cells with drive strength above 1 -> 25.3%
Seq share, synth -> 62.6%
Mapped cell area -> 0.0987 sq mm
Logic area -> 0.0338 sq mm
Syn. warnings -> 3
Input/output buffers -> 54
Total track usage -> 24.4%
GP Congestion -> 1.08
CTS hold repair buffers -> 0
Die area -> 0.331 sq mm
Crit end category -> flop
RSZ-0062 raised after global routing -> false
Die width -> 576 microns
Crit path DAT -> 7120 ps
I/O pin count -> 55
Largest net degree at the start of global routing -> 130
Req. time, crit path -> 13440 ps
Yosys chip area -> 0.0987 sq mm
Status -> finished, final reports clean
Number of global-route vias before repair -> 65269
Worst Tran Pin Value -> 1440 ps
Final ANT Viol Nets -> 0
DP HPWL -> 259 mm
Async SR Flop Fraction -> 0%
Crit Path Max Fanout -> 43
Clock skew after layout -> 78.5 ps
Critical Path Slowest Stage Cell -> buf_4
Fillers -> 30550
Final setup vio count -> 0
Gr ovfl total -> 0
Clk Latency, worst-skew pair -> 910 ps
Slew HR -> 2.91%
Area grow syn2layout -> 13.9%
CTS Buffer Depth -> 3
Finished Core Util -> 34.3%
CTS buffer count -> 211
VDD IR max -> 0.123 mV
CP peak stage delay -> 670 ps
Commonest Layout Cell -> edfxtp_1
Syn_area_per_cell -> 17.7 sq um
Post-CTS setup buffers -> 0
Final wirelength -> 379 mm
Drt pass-1 iters -> 6
Resized Gates After CTS -> 0
Max Freq -> 0.157 GHz
Hold Path Class -> flop to flop
Cycle use final -> 50.2%
Crit path max-delay family -> buffers and inverters
Power Density -> 138 mW/mm^2
CP most frequent cell -> buf_4
Clk slew on worst S/H paths -> 60 ps
Die height -> 576 microns
Yosys cell types -> 71
DRC -> 0
TritonCTS clock tree -> done
Antenna violations before repair -> 27
Critical path buffers and inverters -> 6
Pleak -> 35.4 nW
Register area -> 0.0618 sq mm
Global-route wire length before repair -> 521 mm
Fp_density -> 30.2%
MaxCap Viol Count -> 0
Post-synthesis cell count from yosys -> 5590
Row cnt -> 210
Worst path cell trace -> buf_8 -> buf_4 -> buf_4 -> buf_4 -> buf_4 -> mux4_2 -> nand2_1 -> a31oi_1 -> o31ai_2 -> buf_4 -> o22ai_1
Post-synth EDFFs -> 2048
Cells after Synth -> 5590
Setup tns final -> 0 ps
Critical path type -> input port to flop
Slew Viols, Final -> 0
Vias per cell -> 5.86
Core Region -> 0.327 sq mm
DR iter-0 viols -> 4797
Top logic cells by instance count in the layout -> edfxtp_1 (2048), mux4_2 (664), mux2i_1 (530)
FF+latch count, synth -> 2064
R2r setup slk -> 9490 ps
Post-layout min period -> 6380 ps
H-tree levels -> 4
Root Buffer -> clkbuf_16
Via count -> 61045
Final hold viol count -> 0
Hold slack final -> 1010 ps
CTS Sinks -> 2064
Commonest flop -> edfxtp_1
==> Yosys cell counts (all sizes together) (34+ instances only) <==
| cell type | count | share of area (%) |
|---|---|---|
| nand4 | 37 | 0.23 |
| a22oi | 58 | 0.44 |
| a21oi | 118 | 0.60 |
| mux4 | 789 | 18 |
| nand2 | 236 | 0.90 |
| nor3 | 107 | 0.54 |
| o21ai | 85 | 0.43 |
| a211oi | 69 | 0.52 |
| edfxtp | 2048 | 62 |
| mux2i | 530 | 5.4 |
| clkbuf | 174 | 0.67 |
| nor2 | 315 | 1.2 |
| o221ai | 140 | 1.3 |
| buf | 277 | 2.6 |
| and2 | 44 | 0.28 |
| nand3 | 67 | 0.34 |
| a31oi | 34 | 0.22 |
| nor4 | 35 | 0.23 |
| o22ai | 145 | 0.92 |
==> cell families (layout without fill, tap and decap cells) <==
logic type | Yosys count | after routing | synth area share, %
buffers and inverters | 464 | 916 | 3.37
other | 0 | 25 | 0
DFF | 2064 | 2064 | 62.6
and+or+nand+nor | 958 | 958 | 4.54
muxes | 1345 | 1345 | 24.1
AOI/OAI and AO/OA | 759 | 759 | 5.34
==> worst register-to-register path: cells and delay by family (launching register included) <==
kind                   cells  cell delay, ps
AND-OR/OR-AND              4            2380
flip-flops                 1             340
buffers and inverters      1             220
AND/OR/NAND/NOR            1              90
multiplexers               1              70
==> report_power, final <==
group	total (mW)	internal [mW]	switching [mW]	leakage, nW
sequential	7.59	7.57	0.0125	18.2
combinational	1.38	0.420	0.963	13.8
clock	6.53	3.81	2.73	3.49
==> sequential cells by signal (all words and copies together), names as in the netlist <==
signal  cells
data0       8
data1       8
mem      2048
==> per-layer routing <==
layer  part of all wire, %  vias up  GRT usage [%]
met5                  0.42        -           3.73
met4                   7.7       52           14.2
met3                    20     1036           21.4
met2                    43     4994           33.7
met1                    29    30701           24.0
li1                      -    24262              -
==> through the flow <==
| step | instance area (sq um) | std cells | setup slack (ps) | total power, mW |
|---|---|---|---|---|
| final | 112000 | 10413 | 6320 | 15.5 |
| after global routing | 112000 | 10396 | 6080 | 15.8 |
| after global placement | 105000 | 9994 | 5390 | 9.06 |
| after floorplan | 98700 | 5590 | 5620 | 8.57 |
| after detailed placement | 105000 | 9994 | 5510 | 9.07 |
| after CTS | 112000 | 10388 | 6450 | 15.5 |
==> final timing paths <==
check / depth (start not counted) / to / startpoint
setup / recovery: 11 / data1[3] / address1[0]
hold / removal: 5 / data1[2] / mem[83][2]
setup reg to reg: 7 / data1[3] / mem[101][3]
hold reg to reg: 5 / data1[2] / mem[83][2]
==> area by class of cell <==
| cell class | instances | area share [%] |
|---|---|---|
| flip-flops and latches | 2064 | 55.0 |
| multi-input cells | 3062 | 30.0 |
| clock buffers | 261 | 4.92 |
| well taps | 4346 | 4.84 |
| repair buffers | 511 | 3.62 |
| clock inverters | 133 | 1.51 |
| diodes | 25 | 0.0556 |
| inverters | 11 | 0.0434 |
Power and IR drop assume default switching activity.
